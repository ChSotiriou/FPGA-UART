$ cat ./constraint.sdc
current_design main

set clk_period 4.5
set clk_io_pct 0.2

create_clock -name clk0 -period $clk_period [get_ports {clk}]

set non_clock_inputs [all_inputs -no_clocks]
set_input_delay [expr $clk_period * $clk_io_pct] -clock clk0 $non_clock_inputs
set_output_delay [expr $clk_period * $clk_io_pct] -clock clk0 [all_outputs]
$ cat ./config.mk
export PLATFORM = sky130hd
export DESIGN_NAME = main
export DESIGN_NICKNAME = main
export VERILOG_FILES = /design/flow/design.v
export SDC_FILE = /design/flow/constraint.sdc
export NUM_CORES = 4
export LEC_CHECK = 1
export CORE_UTILIZATION = 40
$ cat ./design.v
module main (
	output logic tx,
	input logic rx,
	input logic clk,
	output logic led_red,
	output logic led_green
);
parameter clkFreq = 12e6;
parameter baudRate = 115200;
logic[7:0] receivedData, sentData;
logic dataReceivedFlag;
logic dataSendFlag = 0;
uart_recv #(
	.baudRate(baudRate),
	.clkFreq(clkFreq)
) recv(
	.clk(clk),
	.signal(rx),
	.data(receivedData),
	.dataReceivedFlag(dataReceivedFlag)
);
uart_send #(
	.baudRate(baudRate),
	.clkFreq(clkFreq)
) send(
	.clk(clk),
	.data(sentData),
	.send_trigger(dataSendFlag),
	.signal(tx)
);
always_comb begin
	led_red = rx;
	led_green = tx;
	dataSendFlag = dataReceivedFlag;
	sentData = receivedData;
end
endmodule
module uart_recv #(
  parameter baudRate = 9600,
  parameter clkFreq = 1e9
)(
  input logic clk,
  input logic signal,
  output logic[7:0] data,
  output logic dataReceivedFlag = 0
);
typedef enum { IDLE, START_BIT, DATA_BITS, STOP_BIT } State;
State uart_recv_state = IDLE;
int clkPulsesPerBit = clkFreq / baudRate;
int count = 0;
int bitReceived = 0;
always @(posedge clk) begin
  count <= count + 1;
  case (uart_recv_state)
    IDLE: begin
      dataReceivedFlag <= 0;
      if (signal == 0) begin
        count <= 0;
        uart_recv_state = START_BIT;
      end
    end
    START_BIT: begin
      if (count == clkPulsesPerBit / 2) begin
        if (signal == 0) begin
          count <= 0;
          bitReceived <= 0;
          uart_recv_state = DATA_BITS;
        end else begin
          uart_recv_state = IDLE;
        end
      end
    end
    DATA_BITS: begin
      if (count == clkPulsesPerBit) begin
        data[bitReceived] <= signal;
        bitReceived <= bitReceived + 1;
        count <= 0;
        if (bitReceived == 7) begin
          uart_recv_state = STOP_BIT;
          count <= 0;
        end
      end
    end
    STOP_BIT: begin
      if (count == clkPulsesPerBit) begin
        if (signal == 1) begin
          dataReceivedFlag <= 1;
        end
        uart_recv_state <= IDLE;
      end
    end
    default: begin
      uart_recv_state <= IDLE;
    end
  endcase
end
endmodule
module uart_send #(
  parameter baudRate = 9600,
  parameter clkFreq = 1e8 
)(
  input logic clk,
  input logic[7:0] data,
  input logic send_trigger,
  output logic signal
);
typedef enum { IDLE, START_BIT, DATA_BITS, STOP_BIT } State;
State uart_send_state = IDLE;
int count = 0;
int clkPulsesPerBit = clkFreq / baudRate;
int bits_send = 0;
logic[7:0] dataToSend;
logic startTransmission = 0;
always @(posedge clk) begin
  count <= count + 1;
  case (uart_send_state)
    IDLE: begin
      signal <= 1;
      if (send_trigger == 1) begin
        uart_send_state <= START_BIT;
        count <= 0;
        dataToSend <= data;
      end
    end
    START_BIT: begin
      signal <= 0;
      if (count == clkPulsesPerBit) begin
        uart_send_state <= DATA_BITS;
        bits_send <= 0;
        count <= 0;
      end
    end
    DATA_BITS: begin
      signal <= dataToSend[bits_send];
      if (count == clkPulsesPerBit) begin
        count <= 0;
        bits_send <= bits_send + 1;
        if (bits_send == 7) begin
          uart_send_state <= STOP_BIT;
        end
      end
    end
    STOP_BIT: begin
      signal <= 1;
      if (count == clkPulsesPerBit) begin
        count <= 0;
        uart_send_state <= IDLE;
      end
    end
    default: uart_send_state <= IDLE; 
  endcase
end
endmodule
$ cat ./run.sh
#!/bin/bash
# OpenROAD 26Q1-2900-gdf79404cd8, Yosys 0.63+post, stock flow scripts
make -C /OpenROAD-flow-scripts/flow DESIGN_CONFIG=/design/flow/config.mk WORK_HOME=/design/flow/orfs finish
==> run notes <==
Latest figures from synthesis and place and route.

The flow ran to the end, and the final reports show no timing, DRC or antenna violations. The TritonCTS clock tree is built. The global-route track usage on met2 is 0.248.

The switching component of the power was reported as 556 uW. The residual DRC count is 0. For this run, the script counts the antenna cells in the layout as 0.

The mapped cell area is 8700 um2. Overall power consumption after layout is estimated at 2830 uW. The row count is 53. The synthesis-to-finish area growth is 10.2%. Per the timing report, the most critical flop-to-flop path originates at recv.bitReceived[0]. In the Yosys stats the netlist draws on 70 distinct library cells. The destination of the worst register-to-register timing path is recv.data[7].

The worst hold-check path type is reg2reg. The total global-route track usage is 0.172. During placement, the flow inserted port buffers numbering 4.

The tool warning count for the run is 33. The combinational group share of total power is 0.002. The worst max-slew margin expressed relative to the limit is 0.392. Nets still carrying antenna violations after routing amount to 0. The clock-pin slew reported for the worst setup and hold paths after clock tree synthesis is 60 ps. The area fraction of the dominant cell type after synthesis is 0.297. Buffers added to address setup during post-CTS repair amount to 0. The total overflow left after global routing is 0. The total clock buffers created by CTS is 17.

The deepest clock path buffer count is 2. The clock latency of the later-clocked register in the worst-skew pair is 410 ps. OpenSTA lists the critical path startpoint as recv.bitReceived[0]. The CTS root buffer is clkbuf_16.

The maximum fanout encountered on the critical timing path is 12. The leakage component of the power was reported as 0.00357 uW. The script computed the net switching share of total power as 0.196.

The count of endpoints failing setup in the final report is 0. The commonest cells after synthesis are nor2_1, edfxtp_1, nand2_1. The area inside the core boundary is 21200 um2.

Of the total power, registers draw 0.507. The final route contains 6638 vias. Setup repair after global routing left no endpoint under its margin.

Routing resource usage on met3 recorded by global route was 0.0314. The required time at the endpoint of the critical path is 4660 ps. The internal portion of total power is 2280 uW.

The die area is 22300 um2. The final HPWL from detailed placement is 11900 um. Based on the critical path, the design can be clocked at up to 241 MHz. The script computed a power per unit cell area of 295 nW/um2. The data arrival at the endpoint of the critical path is 4300 ps.

The initial antenna violation count is 0. The most frequent cell after synthesis is nor2_1. The start-to-end type of the worst setup path is reg2reg.

Counting endpoints that fail hold in the final report gives 0. In this run, post-CTS hold repair placed 0 buffers. The end point of the critical path is recv.data[7].

The clock period minus final worst setup slack is 4140 ps. In this run, the number of DRC markers left after iteration 0 of detailed routing was 377. For the pin with the worst max-slew slack, the measured transition is 906 ps.

The synthesis log from Yosys contains 7 warnings. The H-tree depth is 4. The layout summary lists the proportion of cells stronger than drive strength 1 as 0.0715. The mean number of vias per cell is 5.41. The highest ir drop seen on vdd is 0.236 mV. The iteration tally of the first detailed-router pass is 7. The count of cells in the finished layout, fillers not included, comes to 1226.

5 I/O pins were placed. By area the synthesized netlist is led by edfxtp_1, dfxtp_1, xor2_1, nor2_1, xnor2_1. After clock tree synthesis, the repair step resized 0 gates.

The share of the core area taken by cells at floorplan is 0.411. Global route summary, busiest routing layer listed as met1. The routability congestion estimate from global placement is 0.951. The routed design has 17500 um of wire. Synthesis handed over a netlist of 950 instances. Summed over all failing endpoints, the final setup total negative slack is 0 ps. For flop-to-flop paths, the worst setup slack is 360 ps. The startpoint kind of the worst setup timing path is a register. The number of clock sinks seen by CTS is 150. TritonRoute output was used to compute an average wire per cell of 14.2 um. Averaged over all synthesized cells, the footprint is 9.15 um2. The length in cells of the worst reg-to-reg path is 10.

Across the routed clock network, the largest skew measured is 11.1 ps. The power share of the clock group is 0.492. The most used flip-flop cell is edfxtp_1. The die is 149 um wide.

The height of the die is 149 um. The total of flip-flops plus latches after synthesis is 150. The synthesized netlist was found by Yosys to have 950 cells.

Per Yosys stat, the portion of area used by sequential elements is 0.444. The chip area line in the Yosys stat output reads 8700 um2. Counting flops with a built-in enable in the synthesized netlist gives 86.

The via count of the first global-routing pass is 6133. The max-slew violation total from the final report is 0. After synthesis, the share of flip-flops with an asynchronous set or reset is 0. Dividing the final minimum period by the clock period gives 0.920.

The wire length of the first global-routing pass is 30200 um. Entering global routing, the biggest net connects 38 pins. The cell type that accounts for the most area after synthesis is edfxtp_1.

STA classifies the critical path endpoint as a register. The run reported a max-capacitance violation count of 0. Routing resource usage on met1 recorded by global route was 0.283.

The placed instance count is 1194.
## worst max-delay path, stage by stage, from the launching register on
cell,delay [ps]
edfxtp_1,530
inv_1,200
ha_1,410
or4b_1,690
nor4_2,370
a21boi_1,120
or4_1,400
a222oi_1,290
and4_1,400
nand3_1,150
mux2_1,330
## metal layers
layer	vias to the layer above	wire length (um)
li1	3380	-
met1	3074	8890
met2	157	7400
met3	27	828
met4	0	329
met5	-	0
## layout by cell type (no fill, tap or decap), types with 4 or more instances in the layout
cell,n
nor2_1,140
edfxtp_1,86
nand2_1,66
dfxtp_1,64
xor2_1,61
nand3_1,56
xnor2_1,53
nor3_1,34
nor4_1,32
nand4_1,32
inv_1,27
and2_1,26
o21ai_0,26
and3_1,23
or3_1,22
clkbuf_16,20
a21oi_1,17
buf_4,16
ha_1,13
and4_1,11
mux2_1,8
nor2b_1,7
or4_1,6
a31oi_1,6
a21boi_0,6
nor4b_1,5
nor3b_1,5
or2_2,5
mux2_2,4
nand2b_1,4
o221ai_1,4
clkdlybuf4s50_1,4
## power by group through the flow
stage / combinational, uW / clock [uW] / sequential [uW]
global route: 4.75 / 1490 / 1430
finish: 4.32 / 1390 / 1430
CTS: 4.36 / 1430 / 1430
## cell type report
cell class	instances	area [um2]
timing repair buffer	20	160
clock inverter	8	56.3
tap	275	344
clock buffer	24	537
inverter	27	101
multi-input combinational	722	4530
sequential	150	3860
fill	1981	11600
## metrics by stage
step           hold WS (ps)   util  setup slack (ps)  instance area [um2]
2_1_floorplan           422      -               795                 8700
3_3_place_gp            439  0.425               424                 8990
3_5_place_dp            439  0.425               425                 8990
4_1_cts                 453  0.453               393                 9590
5_1_grt                 468  0.453              12.9                 9590
6_report                447  0.453               359                 9590
## state kept, by name, summed over array words and instances (netlist names)
| register | flops |
|---|---|
| send.count | 32 |
| recv.uart_recv_state | 2 |
| send.dataToSend | 8 |
| recv.data | 8 |
| send.bits_send | 32 |
| send.uart_send_state | 2 |
| recv.dataReceivedFlag | 1 |
| recv.count | 32 |
| send.signal | 1 |
| recv.bitReceived | 32 |
## kinds of logic (layout without fill, tap and decap cells)
family                     count (synthesis)  in the layout  synth area share
AOI/OAI and AO/OA                         93             93            0.0705
adders and majority gates                 13             13            0.0187
and+or+nand+nor                          486            486             0.291
xor gates and xnor gates                 114            114             0.115
buffers and inverters                     78             79            0.0380
muxes                                     16             16            0.0230
DFF                                      150            150             0.444
## how the worst min path moves through the flow
| stage | startpoint | end | slack, ps | depth (start not counted) |
|---|---|---|---|---|
| CTS | recv.data[1] | send.dataToSend[1] | 450 | 0 |
| global route | recv.data[1] | send.dataToSend[1] | 470 | 0 |
| finish | recv.data[1] | send.dataToSend[1] | 450 | 0 |
Power figures rest on the tool's default switching activity, not on a simulated workload.
